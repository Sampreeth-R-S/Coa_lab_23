==> design/flow/design.v <==
module register(src,dest,loadval,move,out,clk);
    input [2:0] src;
    input [2:0] dest;
    input [15:0] loadval;
    input [7:0] move;
    input clk;
    output [15:0] out;
    reg [15:0] out;
    reg [15:0] registers [7:0];
    parameter high=16'bzzzzzzzzzzzzzzzz;
    always @(posedge clk)
    begin
        if(move==0)
            registers[dest]=loadval;
        if(move)
        begin
            out=registers[src];
            $monitor("Out=%d",out);
            registers[dest]=out;
        end
        else 
            out=high;
     end
endmodule
module registerfile(src_register,dst_register,move_in,inp,out,clk);
    input [2:0] src_register;
    input [2:0] dst_register;
    input move_in;
    input [15:0] inp;
    output [15:0] out;
    input clk;
    reg [15:0] temp;
    register R (src_register, dst_register,inp,move_in,out,clk);
endmodule
==> design/flow/run.sh <==
#!/bin/bash
# OpenROAD 26Q1-2900-gdf79404cd8, Yosys 0.63+post, stock flow scripts
make -C /OpenROAD-flow-scripts/flow DESIGN_CONFIG=/design/flow/config.mk WORK_HOME=/design/flow/orfs finish
==> design/flow/config.mk <==
export PLATFORM = sky130hd
export DESIGN_NAME = registerfile
export DESIGN_NICKNAME = registerfile
export VERILOG_FILES = /design/flow/design.v
export SDC_FILE = /design/flow/constraint.sdc
export NUM_CORES = 4
export LEC_CHECK = 1
export CORE_UTILIZATION = 30
==> design/flow/constraint.sdc <==
current_design registerfile

set clk_period 10.5
set clk_io_pct 0.2

create_clock -name clk0 -period $clk_period [get_ports {clk}]

set non_clock_inputs [all_inputs -no_clocks]
set_input_delay [expr $clk_period * $clk_io_pct] -clock clk0 $non_clock_inputs
set_output_delay [expr $clk_period * $clk_io_pct] -clock clk0 [all_outputs]
==> flow_summary_export.csv <==
group,metric,value,unit
run_status,status,"completed",
placed_design,post_dp_cell_area,7910,sq um
final_timing,final-setup-viol-count,0,
final_layout,final_area,8550,sq um
clock_tree,cts_tree,"built",
clock_tree,root_buffer,"clkbuf_16",
routing,dr_total_vias,5948,
final_timing,maxSlewHeadroom,42.9,%
synth,synthTopLogicFamily,"multiplexers",
job,max_cap_viol_count,0,
synth,ys_cells,767,
critical_path,cp-end-kind,"register",
final_layout,areaGrowthSynthToFinish,17.1,%
final_timing,drv_slew,0,
clock_tree,htreeDepth,4,
routing,n_antenna_cell,0,
critical_path,worst_ep_required_time,10770,ps
routing,wl_per_cell,19.2,microns
worst_hold_path,hp-class,"register to register",
clock_tree,clock-sinks,144,
synth,synth_cell_types,48,
synth,synthAoiAreaFrac,17.5,%
synth,synth_area,7300,sq um
synth,synth_chip_area,7300,sq um
die,dieArea,25000,sq um
die,fp_util,30.8,%
global_route,grt.total_usage,17.9,%
placed_design,numPortBuffers,39,
routing,first_iter_violations,532,
final_timing,rsz0062_at_grt,"no",
final_layout,fillers,2410,
critical_path,cp.arrival,4910,ps
global_route,grt_pass1_wl,32.9,mm
die,io_pins,40,
critical_path,worstPathMaxFanout,26,
synth,synth-seq-cells,144,
final_timing,fin_tns_setup,0,ps
synth,top_area_cell,"dfxtp_1",
final_timing,min_period,4640,ps
global_route,antenna_found_initial,0,
synth,edf_count,0,
synth,ys_warn_count,5,
synth,ys_seq_share,39.5,%
synth,flop_cell,"dfxtp_1",
final_timing,worstMarginPinSlew,855,ps
synth,synth-adder-area-share,0,%
synth,simple_gate_area_share,17.3,%
final_layout,final_layout_size_suffix_gt1_share,14.0,%
synth,synth_cells,767,
routing,drc,0,
die,chipHeight,158,microns
routing,routed.top_layer,"met4",
routing,route.met3.wl,1.23,mm
synth,top_area_share,39.5,%
clock_tree,clk_pin_slew,60,ps
power_and_ir_drop,powerDensity,214,nW/um^2
clock_tree,cts_hold_buf,0,
routing,dr.pass1.iters,8,
synth,async_flop_share,0,%
critical_path,critPathKind,"primary input to register",
placed_design,dp_hpwl,12.2,mm
die,rows,56,
clock_tree,post_cts_buffers,0,
routing,drt-total-wl,21.3,mm
final_timing,max_freq,0.216,GHz
die,coreArea,23700,sq um
die,chipWidth,158,microns
critical_path,start_kind,"primary input",
critical_path,slowest_delay,880,ps
routing,wl_met2,9.46,mm
routing,antenna_left,0,
clock_tree,cts_made_buffers,17,
routing,met1_length,10.2,mm
global_route,grt_pass1_vias,5542,
placed_design,finalWeightedCongestion,0.832,
clock_tree,clk_path_buf_depth,2,
critical_path,path_cells,"clkdlybuf4s50_1 -> nor4b_4 -> buf_4 -> mux2i_1 -> o22ai_1 -> nor4_4 -> a22oi_1",
synth,mux_share,20.0,%
power_and_ir_drop,static-leakage-power,2.96,nW
clock_tree,ctsResizeCount,0,
critical_path,crit_slowest_cell,"clkdlybuf4s50_1",
global_route,grt.overflow.total,0,
global_route,grt_start_max_net_pins,35,
synth,synth.area.top_cells,"dfxtp_1 39%, mux2i_1 18%, o22ai_1 9.1%",
final_timing,hold_viol,0,
synth,synth.avg_cell_area,9.52,sq um
power_and_ir_drop,ir_drop,96.7,uV
clock_tree,clock_latency,420,ps
routing,vias_per_cell,5.38,
final_timing,skew,7.67,ps
job,tool_warnings,25,
synth,xor_share,0,%
final_timing,period_used_share,44.2,%
cells by family after synthesis:
logic type	Yosys count
and+or+nand+nor	207
DFF	144
buffers and inverters	79
muxes	143
AOI/OAI and AO/OA	194
per-layer routing:
metal  vias to the layer above  GRT usage [%]
li1                       2880              -
met1                      2887           26.7
met2                       157           26.9
met3                        24           3.99
met4                         0           3.48
met5                         -              0
report_power, final:
part / switching (mW) / internal [mW]
clock network: 0.233 / 0.428
logic: 0.223 / 0.207
registers: 0.0378 / 0.700
cell usage after synthesis (7+ instances only):
master,number
a211oi_1,7
a21oi_1,38
a21oi_2,7
a22oi_1,14
buf_4,8
buf_6,11
clkbuf_1,49
dfxtp_1,144
mux2_2,12
mux2i_1,128
nand2_1,94
nand3b_1,7
nand4_1,7
nor2_1,24
nor2b_1,18
nor4_4,12
o22ai_1,106
critical path, delay by kind of cell:
kind	cells	cell delay (ps)
buffers and inverters	2	1310
muxes	1	280
AOI/OAI and AO/OA	2	300
and+or+nand+nor	2	900
through the flow:
stage                     utilization [%]  power (mW)  worst slack (ps)  hold slack, ps  instances
after floorplan                         -        1.06              6600             485        767
after global placement               33.4        1.17              5500             508       1074
after detailed placement             33.4        1.18              5480             518       1074
after CTS                            36.1        1.84              5900             532       1106
after global routing                 36.1        1.92              5660             558       1106
final                                36.1        1.83              5860             537       1106
final timing paths:
kind	cells past startpoint	slack (ps)	end	start
max	7	5860	R.registers[0][8]	dst_register[1]
min	2	540	R.registers[3][10]	R.registers[3][10]
max reg2reg	4	8920	R.registers[2][10]	R.registers[5][10]
min reg2reg	2	540	R.registers[3][10]	R.registers[3][10]
flip-flops by register name, summed over array words and instances, names as in the netlist:
register	count
R.registers	128
R.out	16
layout by cell type (no fill, tap or decap), drive strengths merged, types with 7 or more instances in the layout:
master,instances
nor2,24
and2,7
nand2,94
mux2i,128
nor4,12
a211oi,7
o22ai,106
nand3b,7
clkbuf,22
nand4,7
buf,23
a22oi,14
nor2b,18
clkdlybuf4s50,39
a21oi,45
mux2,15
dfxtp,144
area by class of cell:
class / count / area [sq um] / area share, %
timing repair buffer: 62 / 563 / 6.58
sequential: 144 / 2880 / 33.7
tap: 319 / 399 / 4.67
clock buffer: 22 / 454 / 5.31
clock inverter: 10 / 184 / 2.15
inverter: 5 / 18.8 / 0.219
multi-input combinational: 544 / 4050 / 47.4
Power and IR drop assume default switching activity.
