### run.sh
#!/bin/bash
# OpenROAD 26Q1-2900-gdf79404cd8, Yosys 0.63+post, stock flow scripts
make -C /OpenROAD-flow-scripts/flow DESIGN_CONFIG=/design/flow/config.mk WORK_HOME=/design/flow/orfs finish
### config.mk
export PLATFORM = sky130hd
export DESIGN_NAME = gcd
export DESIGN_NICKNAME = gcd
export VERILOG_FILES = /design/flow/design.v
export SDC_FILE = /design/flow/constraint.sdc
export NUM_CORES = 4
export LEC_CHECK = 1
export CORE_AREA = 10 10 100 100
export DIE_AREA = 0 0 110 110
### constraint.sdc
current_design gcd

set clk_period 5.5
set clk_io_pct 0.2

create_clock -name clk0 -period $clk_period [get_ports {clk}]

set non_clock_inputs [all_inputs -no_clocks]
set_input_delay [expr $clk_period * $clk_io_pct] -clock clk0 $non_clock_inputs
set_output_delay [expr $clk_period * $clk_io_pct] -clock clk0 [all_outputs]
### design.v
module gcd(a,b,clk,out);
    input [7:0]a;
    input [7:0]b;
    input clk;
    output [7:0] out;
    reg [7:0] out;
    reg [7:0] rega;
    reg [7:0] regb;
    reg set=1'b0;
    always @(posedge clk)
    begin 
        if(set==0)
        begin
            rega=a;
            regb=b;
            set=1;
            $monitor("rega=%d, regb=%d",rega,regb);
        end   
        if(set&&rega>regb)
            rega=rega-regb;
        else if(set&&rega<regb)
            regb=regb-rega; 
        else if(set)
            out=rega;
        $monitor("rega=%d, regb=%d",rega,regb);
    end
endmodule
==> ds_physical_params.txt <==
Summary of implementation characteristics

Parameter                              Value

Clock tree
  Count of cells resized by post-cts repair .................. 0
  Post-CTS clock slew at the launch and capture registers of the worst setup and hold paths .................. around 0.09 ns
  Number of clock buffers inserted by TritonCTS .................. 3
  CTS sink count .................. 25
  Longest Clk Path Bufs .................. 2
  Library cell used as clock root buffer .................. clkbuf_8
  CTS H-tree depth .................. 1
  Clock latency (worst-skew pair) ..... ~0.27 ns
  TritonCTS clock tree .................. built
  Post-CTS setup buffers .................. 0
  Hold bufs inserted after CTS .................. 0

Placed design
  IO buf count .................. 24
  Setup slack after placement .................. approximately 1.2 ns
  Half-perimeter wire length of the detailed placement result .................. roughly 2700 um
  Routability Congestion .................. approximately 0.85

Detailed routing
  Residual antenna-violating net count after detailed routing .................. 0
  Post-Route WL .................. roughly 3500 um
  Vias per cell .................. slightly above 4
  Iter 0 DRT Violations .................. 39
  Wire per inst .................. ~12 um
  Post-detailed-route DRC marker count .................. 0
  Number of optimization iterations in the first detailed-route pass .................. 4
  Final antenna diode count .................. 0
  Total number of vias .................. between 1k and 1.5k

Global routing
  Grt ovf .................. 0
  Global-route wire length before repair .................. ~6000 um
  Maximum number of pins on one net before global-route repair .................. 17
  Number of global-route vias before repair .................. about 1.2k
  Number of antenna violations at the first check in global routing .................. 0
  Total global routing track utilization .................. 0.06123

Logic synthesis
  Main kind of combinational logic by area .................. multiplexers
  Yosys stat area .................. between 0.0015 and 0.002 sq mm
  Adder share .................. 0.1448
  Simple-gate share of the synthesized area .................. 0.1018
  Share of synthesized registers carrying an async set or reset .................. 0
  Warnings, synthesis .................. 3
  Seq/Total Area, Yosys .................. 0.3499
  Number of standard cells reported by yosys .................. 166
  Mux share of post-synthesis cell area .................. 0.1802
  Aoi/oai-family share of the synthesized area .................. 0.1146
  Netlist area before placement .................. between 0.0015 and 0.002 sq mm
  Post-synthesis cell type count .................. 37
  Mean post-synth cell area .................. between 9 and 10 sq um
  Seq cells post-synth .................. 25
  Area fraction in xor and xnor cells .................. 0.04223
  Post-synth EDFFs .................. 8
  Leading register cell type out of synthesis .................. dfxtp_1
  Mapped Cells .................. roughly 170

Power and ir drop
  Tot Pwr .................. 1.058 mW
  Sw power .................. approximately 0.43 mW
  Internal power consumption .................. about 0.63 mW
  Clock share of power .................. 0.103
  Worst voltage drop across the vdd grid .................. 115.1 uV
  Pwr dens .................. 521.8 mW/mm^2
  Static power due to leakage .................. about 0.9 nW
  Combinational share of power .................. 0.631
  Part of the power in registers .................. 0.266
  Sw Share .................. 0.4079

Hold path
  Source of the worst hold timing path .................. regb[7]
  Worst hold-check path type .................. register to register
  Worst hold path endpoint .................. regb[7]
  Worst hold stages .................. 2

Layout
  Most frequent cells in the layout .................. 25 x mux2i_1, 24 x clkdlybuf4s50_1, 17 x dfxtp_1, 16 x ha_1, 14 x inv_1
  FF/Latch Area .................. ~580 sq um
  Logic area .................. slightly below 0.001 sq mm
  Fraction of final layout cells sized beyond drive strength 1 .................. 0.06952
  Relative area change from synthesis to final layout .................. 22.17%
  # fillers .................. about 830
  Most common cell after layout, fill and taps aside .................. mux2i_1

Floorplan
  Die W .................. 110 um
  Ports placed on the boundary .................. 25
  Placeable core region .................. roughly 0.008 sq mm
  Initial Util .................. 0.2125
  Die ar. .................. ~0.012 sq mm
  Height of the die .................. between 100 and 150 um
  Floorplan row count .................. 32

Timing
  Setup repair after global routing missed its margin .................. false
  Final worst-path cycle share .................. 0.7368
  Final tally of max-slew violations .................. 0
  Post-Route Hold Slack .................. between 0.5 and 0.6 ns
  Number of endpoints with negative hold slack in the final report .................. 0
  Post-layout worst setup margin .................. 1.447 ns
  Maximum frequency from static timing analysis .................. between 200 and 250 MHz
  Post-layout minimum cycle time .................. ~4.1 ns
  Remaining max-slew budget at the tightest pin .................. 0.3466
  Endpoints failing setup .................. 0
  Aggregate negative setup slack .................. 0 ns
  Worst clock skew .................. about 0.0046 ns
  Actual transition at the worst max-transition pin .................. 0.9764 ns

Setup path
  Reg2reg setup slack .................. 1.98 ns
  Max stage delay cell, worst path .................. nor2_1
  Worst reg2reg path endpoint .................. out[0]
  R2r worst-path depth .................. 9
  Delay of the slowest cell on the worst path .................. 0.81 ns
  Crit-path leading delay family .................. simple AND/OR/NAND/NOR gates
  Arrival @ worst endpoint .................. slightly below 4 ns
  Worst endpoint required time .................. between 5 and 6 ns
  Worst path buffer plus inverter count .................. 2
  Critical path peak fanout .................. 14
  Type of the worst setup path .................. input pin to register
  Crit path capture type .................. register
  List of cells traversed by the critical path .................. clkdlybuf4s50_1 > mux2i_1 > inv_1 > ha_1 > fa_1 > nand2b_1 > a21oi_1 > o21ai_2 > nor2_1
  Type of origin of the critical path .................. input pin
  Startpoint of the worst-slack reg-to-reg timing path .................. set

Status
  Result of the run .................. finished, final reports clean

Job
  Count of max-cap constraint violations .................. 0
  Tally of OpenROAD warnings .................. 33
-- tightest hold or removal path, delay by kind of cell (launching register included) --
family | cells | cell delay (ns)
muxes | 2 | 0.22
DFF | 1 | 0.32
-- power by group through the flow --
| stage | clock, mW | sequential [mW] | combinational [mW] |
|---|---|---|---|
| finish | 0.109 | 0.281 | 0.667 |
| global route | 0.129 | 0.290 | 0.759 |
| CTS | 0.117 | 0.282 | 0.676 |
-- stage by stage --
stage / util / cell area (sq um) / cells
2_1_floorplan: - / 1659 / 166
3_3_place_gp: 0.2537 / 1981 / 285
3_5_place_dp: 0.2537 / 1981 / 285
4_1_cts: 0.2596 / 2027 / 289
5_1_grt: 0.2596 / 2027 / 289
6_report: 0.2596 / 2027 / 289
-- registers in the layout (all words and copies together) (netlist names) --
register  count
out           8
rega          8
regb          8
set           1
-- cell families (layout without fill, tap and decap cells) --
family / after synthesis / count (layout)
AOI/OAI and AO/OA: 30 / 30
other: 1 / 1
and+or+nand+nor: 33 / 33
xor gates and xnor gates: 8 / 8
adders and majority gates: 18 / 18
DFF: 25 / 25
muxes: 29 / 29
buffers and inverters: 22 / 43
-- layout make-up --
class,instances,area share
clock inverters,1,0.002469
inverters,14,0.02593
multi-input cells,119,0.4796
flip-flops and latches,25,0.2864
repair buffers,25,0.1222
well taps,102,0.06296
clock buffers,3,0.02037
-- synthesized netlist by cell type, types with 2 or more instances --
| cell | instances | area [sq um] |
|---|---|---|
| a21oi_1 | 7 | 35.03 |
| buf_4 | 3 | 22.52 |
| fa_1 | 2 | 40.04 |
| xor2_1 | 5 | 43.79 |
| dfxtp_1 | 17 | 340.3 |
| or3_1 | 2 | 12.51 |
| a211oi_1 | 4 | 30.03 |
| nor2b_1 | 2 | 12.51 |
| nor2_1 | 8 | 30.03 |
| inv_1 | 14 | 52.55 |
| nand2b_1 | 5 | 31.28 |
| edfxtp_1 | 8 | 240.2 |
| o21ai_0 | 8 | 40.04 |
| o21a_1 | 3 | 22.52 |
| buf_2 | 3 | 15.01 |
| xnor2_1 | 3 | 26.28 |
| mux2_2 | 3 | 33.78 |
| nand2_1 | 11 | 41.29 |
| mux2i_1 | 25 | 250.2 |
| ha_1 | 16 | 200.2 |
-- layer usage --
metal | share of wire | GRT usage | wire [um]
met2 | 0.43 | 0.09272 | 1524
met3 | 0.047 | 0.01058 | 164
met1 | 0.51 | 0.09127 | 1794
met4 | 0.012 | 0.009294 | 41
met5 | 0 | 0 | 0
-- worst max-delay path by stage --
stage	from	endpoint	slack, ns	cells past startpoint
finish	b[0]	out[0]	1.45	9
global route	b[0]	out[1]	1.25	9
CTS	b[0]	out[2]	1.41	9
Power figures rest on the tool's default switching activity, not on a simulated workload.
